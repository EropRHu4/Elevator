[config.mk]
export PLATFORM = sky130hd
export DESIGN_NAME = hex_controller
export DESIGN_NICKNAME = hex_controller
export VERILOG_FILES = /design/flow/design.v
export SDC_FILE = /design/flow/constraint.sdc
export NUM_CORES = 4
export LEC_CHECK = 1
export CORE_AREA = 10 10 70 70
export DIE_AREA = 0 0 80 80
[constraint.sdc]
current_design hex_controller

set clk_period 1.0
set clk_io_pct 0.2

create_clock -name clk0 -period $clk_period [get_ports {clk}]

set non_clock_inputs [all_inputs -no_clocks]
set_input_delay [expr $clk_period * $clk_io_pct] -clock clk0 $non_clock_inputs
set_output_delay [expr $clk_period * $clk_io_pct] -clock clk0 [all_outputs]
[design.v]
`timescale 1ns / 1ps
module hex_controller(
input                  clk,
input                  rst_n,
input          [2:0]   elev_f_o,
output         [7:0]   HEX,    
output         [7:0]   AN
    );
reg [7:0] assist_hex;
wire [7:0] assist_an;
assign assist_an = 8'b1111_1110;
assign AN = assist_an;
assign HEX = assist_hex;
always @(posedge clk) begin
    case(elev_f_o)
        'b001: assist_hex <= 8'b1111_1001;  
        'b010: assist_hex <= 8'b1010_0100;  
        'b011: assist_hex <= 8'b1011_0000;  
        'b100: assist_hex <= 8'b1001_1001;  
        'b101: assist_hex <= 8'b1001_0010;  
        'b110: assist_hex <= 8'b1000_0010;  
        'b111: assist_hex <= 8'b1111_1000;  
        default: assist_hex <= 8'b1111_1001;  
    endcase
end
endmodule
[run.sh]
#!/bin/bash
# OpenROAD 26Q1-2900-gdf79404cd8, Yosys 0.63+post, stock flow scripts
make -C /OpenROAD-flow-scripts/flow DESIGN_CONFIG=/design/flow/config.mk WORK_HOME=/design/flow/orfs finish
==> run notes <==
The implementation run finished. TritonCTS reports the number of clock sinks as 7. The synthesized instance count is 29. The warning tally printed by Yosys for this design is 1. Cell count in the Yosys report landed at 29. Sorting the synthesis cell report by count puts at the top sky130_fd_sc_hd__buf_4. Global-route wire length before repair landed at 869 um. The register with the most flip-flops in the layout has 7 of them. Sorting the Yosys area breakdown by cell type puts at the top sky130_fd_sc_hd__dfxtp_1. The power report attributes to the sequential group a share of 0.497. The registers reported with the highest flop counts are assist_hex x7.

HPWL reported at the end of detailed placement landed at 496 um. For this block, the initial DRC count from the detailed router was 16. Relative contribution of the clock network to total power landed at 0.398. In this run the horizontal extent of the chip is 80 um. Area added between synthesis and finish landed at 52.7%. Number of antenna repair diodes landed at 0. Internal power of the cells landed at 0.492 mW. STA classifies the critical path startpoint as a register. TritonCTS built the clock tree. Cell leakage power landed at 0.179 nW. Tightest hold margin landed at 602 ps. Per the timing report, the achievable frequency comes out to 1.04 GHz. The run finished with clean final reports. Number of max-slew violations in the final report landed at 0. The vertical die dimension reported for this design is 80 um.

The chip occupies 6400 um2. Overall global routing resource usage landed at 0.0156. Max-cap violations in this run came to 0.

Area figure in the yosys stat output landed at 280 um2. After its last routability iteration, the placer logged a weighted congestion of 0.612. Number of cells in the finished layout apart from fillers landed at 88. Buffers placed on the I/O ports in this run total 10. For reference, the clock transition at the flip-flops on the worst setup and hold paths is 50 ps.

Ratio of total power to cell area landed at 1430 nW/um2. Number of buffers and inverters on the critical path landed at 1. Share of power burned in combinational logic landed at 0.105. The worst VDD IR drop from the latest analysis is 0.205 mV.

In this run the number of H-tree levels came out at 1. Summed instance area of the synthesized netlist landed at 280 um2. After synthesis, the cell types taking the most area are sky130_fd_sc_hd__dfxtp_1 50%, sky130_fd_sc_hd__buf_4 24%, sky130_fd_sc_hd__a21boi_2 4.0%. In this run the critical path is formed by dlygate4sd2_1. The first detailed-routing pass ran for 2 iterations.

Setup repair after global routing left no endpoint under its margin. Total number of warnings across the stage logs landed at 26. Counting instances in the post-synthesis netlist gives the leading cell types as 9 x sky130_fd_sc_hd__buf_4, 7 x sky130_fd_sc_hd__dfxtp_1, 3 x sky130_fd_sc_hd__nand2_1. Fraction of registers with async set or reset after synthesis landed at 0. Per the post-synthesis stats, the area per cell is 9.66 um2. Part of the Yosys area used for sequential elements landed at 0.500.

The kind of cell with the highest combined delay along the critical path is flip-flops. The register with the most flip-flops in the final layout is assist_hex. Looking at the clock tree report, the maximum root-to-sink buffer count equals 2. The number of antenna violations at the first check in global routing came to 0. Final count of negative-setup-slack endpoints landed at 0.

In the post-route analysis, the smallest setup slack over all paths is 36.5 ps. Per the post-route antenna check, the number of violating nets is 0. Area of the multi-input gates landed at 98.8 um2. For the worst setup path, the data required time is 800 ps.

Time the worst path needs with I/O delays and setup landed at 963 ps. Pin placement for this block handled 21 I/O pins. Core area landed at 3420 um2.

The critical path maximum fanout is 1. Largest incremental delay on the critical path landed at 290 ps. Via density per instance landed at 2.23. Entering global routing, the biggest net connects 8 pins. The detailed router placed 196 vias in this run. The area fraction of the largest cell type after synthesis is 0.500. The via count of the first global-routing pass is 212. Of the available clock period, the critical path in the final layout requires 0.963. After floorplanning, the core was divided into 21 placement rows. The worst setup path is of the register to primary output kind.

In this run the clock root is driven by a sky130_fd_sc_hd__clkbuf_4. Routed wire length per instance landed at 6.49 um. Number of fill cells landed at 395. In the final layout, flip-flops and latches occupy 143 um2. Final routed wirelength across all metal layers landed at 571 um.

The worst setup path is captured at a primary output. Share of cells above drive strength 1 landed at 0.190. In the floorplan report the effective utilization is 0.0821. Per the TritonCTS log, the buffer count is 3. Final-report hold violation count landed at 0.

Of the total power, the share spent switching nets is 0.196. Register bit count reported by yosys landed at 7. For this run, the share of the core covered by cells in the final layout is 0.125.

The net switching power in the latest report is 0.120 mW. Summed over all failing endpoints, the final setup total negative slack is 0 ps. Data arrives at the worst endpoint at 760 ps. Remaining design rule violation count landed at 0. Post-CTS repair timing setup buffer count landed at 0.

In this run, distinct cell masters in the synthesized netlist total 12. Counting tap cells, the placed design contains a total of 84 instances. The largest individual stage delay along the critical path comes from the cell sky130_fd_sc_hd__dfxtp_1.

Worst slack at placement landed at -148 ps. The post-synth count of flops with an enable pin is 0. For this run the aggregate overflow at the end of global routing stands at 0.

For this run, the leading register cell type out of synthesis is sky130_fd_sc_hd__dfxtp_1. The most critical min-delay path falls under primary input to register.
==> power groups by stage <==
stage | Sequential, mW | Combinational, mW | Clock [mW]
4_1_cts | 0.304 | 0.0656 | 0.248
5_1_grt | 0.306 | 0.0737 | 0.267
6_report | 0.304 | 0.0644 | 0.243
==> per-stage QoR <==
stage	instance area (um2)	power (mW)
after floorplan	307	0.344
after CTS	423	0.618
final	428	0.612
after global placement	404	0.387
after detailed placement	404	0.386
after global routing	428	0.646
==> layer usage <==
metal  vias to the layer above  routed length [um]  global-route usage
met3                         2                  63             0.00795
li1                         97                   -                   -
met4                         0                  23             0.00704
met5                         -                   0                   0
met2                        14                 245              0.0201
met1                        83                 238              0.0208
==> final cells by class <==
cell class                 instances  share of cell area
clock buffer                       4              0.0614
multi-input combinational         20               0.231
sequential                         7               0.333
tap                               46               0.135
timing repair buffer              11               0.240
==> path summary, 6_finish.rpt <==
path	from	endpoint	slack [ps]	cells after the start
setup / recovery	assist_hex[5]	HEX[5]	40	1
hold / removal	elev_f_o[2]	assist_hex[2]	600	2
==> logic make-up (layout without fill, tap and decap cells) <==
kind of cell,after synthesis,in the layout,share of synthesized area
buffers and inverters,9,15,0.241
flip-flops,7,7,0.500
AND/OR/NAND/NOR,7,7,0.125
AND-OR/OR-AND,3,3,0.0759
other,2,9,0.0268
XOR/XNOR,1,1,0.0313
==> cell usage in the layout, fill, tap and decap left out, types with 2 or more instances in the layout <==
cell	n
sky130_fd_sc_hd__dfxtp_2	2
sky130_fd_sc_hd__dlygate4sd2_1	4
sky130_fd_sc_hd__clkdlybuf4s15_1	3
sky130_fd_sc_hd__dfxtp_1	5
sky130_fd_sc_hd__nand2_1	3
sky130_fd_sc_hd__clkdlybuf4s50_1	3
sky130_fd_sc_hd__clkbuf_4	3
sky130_fd_sc_hd__conb_1	9
==> timing repair <==
action                                  4_1_cts  5_1_grt
resized                                       8        4
endpoints found under the setup margin        7        3
hold buffers                                  0        0
Power and IR drop assume default switching activity.
