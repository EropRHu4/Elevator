--- flow/design.v ---
`timescale 1ns / 1ps
module reset_n_rst
#(
  parameter SIMULATION = 1'b0
  )
(
input          clk,
input          rst_n,
output   reg   reset_n = 0   
    );
parameter RESET_TIMER_MS = 10000;
parameter TIMER_MAX = SIMULATION ? 10 : RESET_TIMER_MS;
reg [13:0] count = 'b0;
always @(posedge clk) begin
    if (rst_n) begin
        if (count != TIMER_MAX)
            count <= count + 'b1;
        else begin
            reset_n <= 1;
            count <= 0;
        end
    end
    else begin
            reset_n <= rst_n;
            count <= 0;
    end
end
endmodule
--- flow/constraint.sdc ---
current_design reset_n_rst

set clk_period 2.4
set clk_io_pct 0.2

create_clock -name clk0 -period $clk_period [get_ports {clk}]

set non_clock_inputs [all_inputs -no_clocks]
set_input_delay [expr $clk_period * $clk_io_pct] -clock clk0 $non_clock_inputs
set_output_delay [expr $clk_period * $clk_io_pct] -clock clk0 [all_outputs]
--- flow/run.sh ---
#!/bin/bash
# OpenROAD 26Q1-2900-gdf79404cd8, Yosys 0.63+post, stock flow scripts
make -C /OpenROAD-flow-scripts/flow DESIGN_CONFIG=/design/flow/config.mk WORK_HOME=/design/flow/orfs finish
--- flow/config.mk ---
export PLATFORM = sky130hd
export DESIGN_NAME = reset_n_rst
export DESIGN_NICKNAME = reset_n_rst
export VERILOG_FILES = /design/flow/design.v
export SDC_FILE = /design/flow/constraint.sdc
export NUM_CORES = 4
export LEC_CHECK = 1
export CORE_AREA = 10 10 70 70
export DIE_AREA = 0 0 80 80
==> results.toml <==
# physical design summary
[synthesis]
ys_ff = 15
syn_inst = 74
simple_gate_share_pct = 28.87
yosys_warnings = 1
flop_cell = "dfxtp_1"
yosysChipArea_um2 = 663.1
ys_sh_xor_pct = 15.85
yosys.area.top_type = "dfxtp_1"
syn_area_per_cell_um2 = 8.961
edf_count = 0
synth_adder_area_share_pct = 3.774
synth_async_sr_flop_share_pct = 0
most_common_cell = "nor2_1"
ys_cells = 74
top_cells_by_count = "nor2_1 (17), dfxtp_1 (15), xnor2_1 (11), inv_1 (5)"
top_area_share_pct = 45.28
synthesis.area_um2 = 663.1
netlist_logic_family_top = "simple AND/OR/NAND/NOR gates"
synthMuxAreaShare_pct = 0
aoi_share_pct = 1.132
postSynthSeqShare_pct = 45.28
topCellsByArea = "dfxtp_1 (45%), xnor2_1 (15%), nor2_1 (9.6%)"
synth_cell_type_count = 18

[final_layout]
synthToLayoutAreaGrowth_pct = 13.40
finalInstanceArea_um2 = 752.0
fin_util_pct = 22.01
register_area_um2 = 300.3
combGateArea_um2 = 329.1
drive_above_1_share_pct = 7.595
fill_cells = 374

[drt]
met2_wirelength_um = 398
top_layer = "met4"
route.detailed.drc = 0
routed_via_density = 3.776
wl_met3_um = 95
wirelength_met1_um = 538
first_pass_iters = 4
wl_mm = 1.044
insertedDiodeCount = 0
wl_per_cell_um = 8.352
ant_nets = 0
dr_total_vias = 472
first_iter_violations = 24

[clocking]
cts.sinks = 15
clkTransAtPathRegs_ps = 80
cts_buffer_depth = 2
cts_hold_buf = 0
postCtsSetupBuffers = 0
root_buffer = "clkbuf_4"
cts_tree = "yes"
numCtsBuffers = 3
htreeDepth = 1
clk_latency_ps = 280
ctsResizeCount = 0

[power]
power_w = 0.0004113
powerDensity_nw_per_um2 = 547.0
vdd.ir_drop.worst_mv = 0.2063
leakagePower_nw = 0.2320

[critical_path]
start_kind = "flop"
critPathMaxFanout = 13
slowest_stage = "or4_4"
cp_top_family = "simple AND/OR/NAND/NOR gates"
slowest_delay_ps = 550
crit_required_ps = 2570
critPathCaptureType = "flop"
path_cells = "or4b_1 -> or4_4 -> nand2_4 -> nor2_1"
crit_type = "flop to flop"
critPathArrivalTime_ps = 1910
crit_buf_inv = 0

[sta]
fmax_mhz = 573.4
fin_skew_ps = 2.655
fin_crit_ps = 1744
period_used_pct = 72.67
worst_pin_slew_ps = 336.0
drv_slew = 0
timing_hold_violations_final = 0
rsz0062_at_grt = "false"
slew_headroom_pct = 77.39
tns_ps = 0
setup_viol = 0

[global_routing]
grt_first_pass_wirelength_mm = 1.883
grt_overflow = 0
grt_usage_pct = 3.502
antenna_found_initial = 0
grt_pass1_vias = 443
grt_max_degree = 14

[run]
cap_violations = 0
tool_warnings = 26

[floorplan]
dieArea_um2 = 6400
io_pins = 3
initCoreUtil_pct = 19.41
die_h_um = 80
rows = 21
fp.dieW_um = 80
core_area_um2 = 3416

[placement]
placed_area_um2 = 725.7
io_buffers = 2
place.gp.congestion = 0.8250
place_hpwl_um = 762.4

[hold_path]
hold_path_class = "flop to flop"

[outcome]
status = "finished, final reports clean"
final cells by class:
class | count | area share (%)
Tap cell | 46 | 7.654
Sequential cell | 15 | 39.93
Inverter | 5 | 2.496
Timing Repair Buffer | 2 | 2.662
Clock buffer | 4 | 3.494
Multi-Input combinational cell | 53 | 43.76
logic make-up (layout without fill, tap and decap cells):
| family | after synthesis | after routing |
|---|---|---|
| buf+inv | 6 | 11 |
| simple gates | 38 | 38 |
| compound gates | 1 | 1 |
| flops | 15 | 15 |
| fa+ha+maj | 2 | 2 |
| xor+xnor | 12 | 12 |
report_power, final:
| part | switching [W] | internal (W) | total [W] | leakage [nW] |
|---|---|---|---|---|
| combinational | 0.00000805 | 0.00000720 | 0.0000153 | 0.0956 |
| clock | 0.0000733 | 0.0000644 | 0.000138 | 0.0150 |
| sequential | 0.00000544 | 0.000253 | 0.000258 | 0.121 |
| total | 0.0000868 | 0.000325 | 0.000411 | 0.232 |
worst reg2reg max path: stages, from the launching register on:
cell	delay [ps]
dfxtp_1	350
or4b_1	500
or4_4	550
nand2_4	170
nor2_1	70
flip-flops by register name, summed over array words and instances, names as in the netlist:
name	cells
count	14
reset_n	1
routing by layer:
metal | track usage, % | up-vias
met5 | 0 | -
met4 | 0.3521 | 0
met3 | 2.159 | 2
met2 | 4.575 | 6
met1 | 4.901 | 214
li1 | - | 250
cells in the final DEF, fill, tap and decap left out, types with 2 or more instances in the layout:
cell type        count
nor2_1              17
dfxtp_1             15
xnor2_1             11
inv_1                5
nand2_1              4
nand3_1              4
nor3_1               4
nand4_1              3
clkbuf_4             3
ha_1                 2
clkdlybuf4s50_1      2
final timing paths:
kind / from / endpoint / slack [ps] / cells past startpoint
max: count[3] / count[12] / 660 / 4
min: reset_n / reset_n / 460 / 2
max reg2reg: count[3] / count[12] / 660 / 4
min reg2reg: reset_n / reset_n / 460 / 2
per-stage QoR:
| step | std cells | worst slack (ps) | hold slack (ps) |
|---|---|---|---|
| floorplan | 74 | 685.6 | 420.2 |
| detailed placement | 121 | 658.3 | 453.2 |
| global placement | 121 | 684.9 | 458.1 |
| CTS | 125 | 644.0 | 464.7 |
| finish | 125 | 655.9 | 457.8 |
| global route | 125 | 572.8 | 489.0 |
No activity file was given, so power comes from the tool's default toggle rates.
