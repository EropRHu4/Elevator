<file path="design/flow/design.v">
`timescale 1ns / 1ps
module button_debouncer(
input          clk,
input          rst_n,
output   reg   rst_n_db = 0
    );
reg prev = 0;
reg [9:0] count = 0;  
always @(posedge clk) begin
    if (prev != rst_n) begin
        if (count != 'd1000) begin
            count <= count + 1;
        end
        else begin
            prev <= rst_n;
            rst_n_db <= rst_n;
            count <= 0;
        end
    end
    else begin
        rst_n_db <= rst_n;
        count <= 0;
    end
end
endmodule
</file>
<file path="design/flow/run.sh">
#!/bin/bash
# OpenROAD 26Q1-2900-gdf79404cd8, Yosys 0.63+post, stock flow scripts
make -C /OpenROAD-flow-scripts/flow DESIGN_CONFIG=/design/flow/config.mk WORK_HOME=/design/flow/orfs finish
</file>
<file path="design/flow/config.mk">
export PLATFORM = sky130hd
export DESIGN_NAME = button_debouncer
export DESIGN_NICKNAME = button_debouncer
export VERILOG_FILES = /design/flow/design.v
export SDC_FILE = /design/flow/constraint.sdc
export NUM_CORES = 4
export LEC_CHECK = 1
export CORE_AREA = 10 10 70 70
export DIE_AREA = 0 0 80 80
</file>
<file path="design/flow/constraint.sdc">
current_design button_debouncer

set clk_period 2.8
set clk_io_pct 0.2

create_clock -name clk0 -period $clk_period [get_ports {clk}]

set non_clock_inputs [all_inputs -no_clocks]
set_input_delay [expr $clk_period * $clk_io_pct] -clock clk0 $non_clock_inputs
set_output_delay [expr $clk_period * $clk_io_pct] -clock clk0 [all_outputs]
</file>
==> metrics.yaml <==
run_status:
  outcome: "finished clean"
cts:
  cts_setup_buffers: 0
  clk_latency_ns: 0.27
  clockBufferDepth: 2
  clkSlewWorstSetupHoldPaths_ns: 0.08
  cts_hold_buf: 0
  cts_inserted_buffers: 3
  htreeDepth: 1
  cts_resized: 0
  clockRootBuffer: "clkbuf_4"
  cts.sinks: 12
  cts_tree: "yes"
flow_run:
  openroad.warnings: 26
  maxCapViolCount: 0
yosys:
  synth_compound_gate_area_share: 0.176
  synth_cell_types: 25
  yosys_warnings: 1
  postSynthAreaPerCell_um2: 9.49
  ys_cells: 60
  adder_share: 0.0440
  ys_area_um2: 569
  synth_area_um2: 569
  top_logic_kind: "simple AND/OR/NAND/NOR gates"
  synth-simple-area-share: 0.220
  ys.flops: 12
  synthCells: 60
  ys_seq_share: 0.457
  muxShareOfSynthArea: 0
  ys_sh_xor: 0.0615
placement:
  place.gp.congestion: 0.753
  dp_cells: 107
  dp_hpwl_um: 696
  place.port_buffers: 2
die:
  fp_util: 0.167
  core-area_mm2: 0.00342
  row_count: 21
  ios: 3
  dieHeight_um: 80
  die_w_um: 80
  dieArea_mm2: 0.00640
final_timing:
  tightestPinTransition_ns: 0.451
  fin_crit_sh: 0.603
  final_period_minus_worst_setup_slack_ns: 1.69
  fin_skew_ns: 0.00970
  grt_setup_unrepaired: "no"
  timing.hold.ws_ns: 0.489
  fmax_mhz: 592
  slew_viol_final: 0
  hold_violations: 0
  tns_ns: 0
  setup_viol: 0
  slew_headroom: 0.699
power_and_ir_drop:
  switchingPower_w: 0.0000697
  max-vdd-ir-drop_uv: 139
  p_sw_frac: 0.225
  pwr-share-seq: 0.595
  clock_power_share: 0.343
  combPwrFrac: 0.061
  p_leak_nw: 0.213
  power_density_mw_per_mm2: 465
  p_int_w: 0.000241
  fin_total_pwr_w: 0.000310
route:
  drt-pass1-iter-count: 4
  wl_per_cell_um: 8.51
  wl_um: 945
  antenna_cells: 0
  postRouteAntennaNets: 0
  vias_per_cell: 3.71
  route.vias.total: 412
  drt_iter0_drc: 24
  drc: 0
global_routing:
  grt_antenna_before_repair: 0
  met1_usage: 0.0461
  grt_max_degree: 10
  grt_pass1_vias: 361
  grt.overflow.total: 0
  grtUsageTotal: 0.0312
  gr-usage-met3: 0.0227
  gr-usage-met2: 0.0353
  top_usage_layer: "met1"
  grt_pass1_wl_mm: 1.64
layout:
  fin_cells: 111
  areaGrowthSynthToFinish_pct: 17.4
  final_util: 0.196
  layout-drive-gt1-share: 0.0923
setup_path:
  startpoint: "rst_n"
  timing.rr.start: "count[0]$_SDFF_PN0_"
  start_kind: "primary input"
  path_cells: "clkdlybuf4s50_1 -> xor2_1 -> a21bo_2 -> a211oi_1"
  worst_setup_path_end_kind: "flop"
  critPathArrivalTime_ns: 1.88
  critical-path-max-stage-delay_ns: 0.52
  cp_max_fo: 4
  crit_required_ns: 2.99
  crit_slowest_cell: "clkdlybuf4s50_1"
  critPathKind: "in2reg"
worst_hold_path:
  worstHoldStart: "count[0]$_SDFF_PN0_"
  hp-class: "reg2reg"
cell families after synthesis:
logic type      Yosys count
flops                    12
simple gates             23
buf+inv                   6
fa+ha+maj                 2
xor+xnor                  4
compound gates           13
registers in the layout, indices dropped and copies added, names as in the netlist:
signal,flops
prev,1
count,10
rst_n_db,1
metrics by stage:
step	cell area, µm²	setup slack, ns
after global routing	668	1.04
after global placement	642	0.907
after detailed placement	642	0.832
after floorplan	569	1.40
after CTS	668	1.11
final	668	1.11
routing by layer:
metal / vias to the layer above / part of all wire
met4: 0 / 0.0074
met1: 179 / 0.55
met2: 7 / 0.35
met3: 2 / 0.088
li1: 224 / -
met5: - / 0
Yosys cell counts (all sizes together):
cell type  count  share of area
nand4          2          0.022
nand4bb        1          0.020
ha             2          0.044
and3           2          0.022
o221a          1          0.020
nand2          2          0.013
a211oi         1          0.013
a21bo          1          0.018
a21oi          4          0.035
nor2           7          0.046
or4            1          0.013
o31ai          2          0.051
nor4bb         1          0.018
xnor2          1          0.015
or3            1          0.011
dfxtp         10           0.35
inv            5          0.033
buf            1         0.0088
xor2           3          0.046
and2           1          0.011
o21ai          3          0.026
nand3          5          0.044
edfxtp         2           0.11
a21boi         1          0.013
power by group through the flow:
stage,combinational (W),sequential (W),clock (W)
5_1_grt,0.0000221,0.000186,0.000118
4_1_cts,0.0000195,0.000185,0.000111
6_report,0.0000191,0.000185,0.000107
cell type report:
type	instances	area, µm²
fillers	384	2750
inverters	5	18.8
clock inverters	1	3.75
multi-input cells	42	285
repair buffers	2	20.0
well taps	46	57.6
flip-flops and latches	12	260
clock buffers	3	22.5
critical path, delay by kind of cell:
family                    cells  cell delay, ns
buffers and inverters         1            0.52
AOI/OAI and AO/OA             2            0.45
xor gates and xnor gates      1            0.35
cell usage in the layout (no fill, tap or decap):
| master | Yosys | final |
|---|---|---|
| o31ai_4 | 1 | 1 |
| a211oi_1 | 1 | 1 |
| a21boi_0 | 1 | 1 |
| clkinv_1 | 0 | 1 |
| and2_1 | 1 | 1 |
| clkbuf_4 | 0 | 3 |
| dfxtp_1 | 10 | 10 |
| xnor2_1 | 1 | 1 |
| a21bo_2 | 1 | 1 |
| nor2_1 | 7 | 7 |
| o21ai_0 | 3 | 3 |
| edfxtp_1 | 2 | 2 |
| and3_1 | 2 | 2 |
| nand4_1 | 2 | 2 |
| or3_1 | 1 | 1 |
| ha_1 | 2 | 2 |
| o221a_2 | 1 | 1 |
| clkdlybuf4s50_1 | 0 | 2 |
| inv_1 | 5 | 5 |
| xor2_1 | 3 | 3 |
| nor4bb_1 | 1 | 1 |
| nand3_1 | 5 | 5 |
| a21oi_1 | 4 | 4 |
| nand2_1 | 2 | 2 |
| or4_1 | 1 | 1 |
| nand4bb_1 | 1 | 1 |
| o31ai_1 | 1 | 1 |
path summary, 6_finish.rpt:
check / slack (ns) / to / cells past startpoint
worst min register to register: 0.49 / count[0]$_SDFF_PN0_ / 1
worst max register to register: 1.22 / rst_n_db$_DFFE_PP_ / 4
worst min-delay path: 0.49 / count[0]$_SDFF_PN0_ / 1
worst max-delay path: 1.11 / count[9]$_SDFF_PN0_ / 4
Power is estimated from default activity; no workload was simulated.
